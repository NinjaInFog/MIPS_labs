File: ./design.v
module ram(i_clk, i_addr, i_data, i_we, o_data);
parameter DATA_WIDTH = 32;
parameter ADDR_WIDTH = 32; 
input                     i_clk, i_we; 
input   [ADDR_WIDTH-1:0]  i_addr;
input   [DATA_WIDTH-1:0]  i_data;
output reg [DATA_WIDTH-1:0]  o_data;
reg [DATA_WIDTH-1:0] mem [0:31];
assign o_data = mem[i_addr];
always @(posedge i_clk) begin 
	if(i_we) begin
		mem[i_addr] <= i_data;
	end
end
endmodule
File: ./run.sh
#!/bin/bash
# OpenROAD 26Q1-2900-gdf79404cd8, Yosys 0.63+post, stock flow scripts
make -C /OpenROAD-flow-scripts/flow DESIGN_CONFIG=/design/flow/config.mk WORK_HOME=/design/flow/orfs finish
File: ./config.mk
export PLATFORM = sky130hd
export DESIGN_NAME = ram
export DESIGN_NICKNAME = ram
export VERILOG_FILES = /design/flow/design.v
export SDC_FILE = /design/flow/constraint.sdc
export NUM_CORES = 4
export LEC_CHECK = 1
export CORE_UTILIZATION = 30
File: ./constraint.sdc
current_design ram

set clk_period 5.5
set clk_io_pct 0.2

create_clock -name clk0 -period $clk_period [get_ports {i_clk}]

set non_clock_inputs [all_inputs -no_clocks]
set_input_delay [expr $clk_period * $clk_io_pct] -clock clk0 $non_clock_inputs
set_output_delay [expr $clk_period * $clk_io_pct] -clock clk0 [all_outputs]
==> results.yml <==
# synthesis and place-and-route metrics
floorplanning:
  num_rows: 132
  die_area_sq_mm: 0.132
  fp_util: 0.302
  die_h_um: 363
  floorplan.core_area_sq_mm: 0.129
  die_width_um: 363
  top_level_ports: 98
sta:
  setup_violations: 0
  fin_setup_tns_ns: 0
  final.period_utilization: 0.968
  fmax_mhz: 188
  timing.slew.headroom: 0.319
  worst-slew-pin-transition_ns: 1.02
  finalHoldViolations: 0
  grt_setup_unrepaired: "no"
  maxSlewViolCount: 0
  timing.final.crit_period_ns: 5.32
route:
  first_pass_iters: 4
  post_drt_via_cell_ratio: 4.87
  per_cell_routed_wire_length_um: 23.8
  detail_route.drc_violations: 0
  route.vias.total: 19948
  finalWirelength_um: 97300
  drtAntennaViolNets: 0
  dr.first_iter.drc_count: 1004
logic_synthesis:
  synth-warning-count: 2
  synth_seq_share: 0.786
  ys_cells: 2075
  syn_inst: 2075
  area_leader_netlist: "edfxtp_1"
  synth_largest_type_area_fraction: 0.786
  synth_flop_count: 1024
  count_of_distinct_cell_types_in_the_synthesized_netlist: 22
  synth-area-yosys_sq_mm: 0.0391
  syn-mean-instance-area_sq_um: 18.8
  mappedNetlistArea_sq_mm: 0.0391
  netlist_top_cells_area: "edfxtp_1 (79%), mux2i_1 (13%), o22ai_1 (4.1%), buf_2 (1.0%), nor4_1 (1.0%)"
clock_tree:
  cts.sink_count: 1024
  cts_inserted_buffers: 99
  postCtsResizedCells: 0
  clock-root-buffer: "clkbuf_16"
  cts_setup_buffers: 0
  cts_tree: "yes"
  cts_clock_pin_slew_for_the_worst_setup_and_hold_paths_ns: 0.06
  clock_path_buffers: 3
  h-tree-depth: 3
  hold_buffer_count_at_cts: 0
global_route:
  antenna_violations_before_repair: 2
  global_route.overflow_total: 0
  grt_pass1_wl_um: 141000
  grt_start_max_net_pins: 85
  global_route_usage_sum: 0.157
  first_global_vias: 21301
finish:
  finalInstanceArea_sq_mm: 0.0464
  most_numerous_logic_cells_after_layout: "edfxtp_1 (1,024), mux2i_1 (512), o22ai_1 (256), buf_4 (114), clkbuf_16 (102)"
  layout_top_registers: "mem (1024)"
  final_cell_count_no_fill: 4094
  drive_above_1_share: 0.147
  register_area_sq_mm: 0.0307
  top_register: "mem"
  layout.cells.most_common: "edfxtp_1"
  multi_input_comb_area_sq_mm: 0.00790
  largest_register_ffs: 1024
  area.growth.synth_to_final_pct: 18.7
  num-fill-cells: 11725
worst_setup_path:
  timing.critical_path.from_type: "input port"
  critical_path.max_fanout: 16
  crit_path_end: "o_data[8]"
  cp_data_arrival_time_ns: 4.22
  crit_required_ns: 4.40
  setup.worst_path.class: "input port to output port"
  worstSetupStartpoint: "i_addr[2]"
  worst_setup_path_end_kind: "output port"
pwr:
  irDropWorstVdd_mv: 0.231
  leakage_uw: 0.0157
  design_power_total_uw: 16300
  power_density_mw_per_mm2: 351
job:
  warning_count: 53
  timing.max_cap.violations: 0
placement:
  detailedPlacementHpwl_um: 55600
  place_inst: 3910
  gpl.final_weighted_congestion: 0.825
  post_dp_cell_area_sq_mm: 0.0431
  port-buffer-count: 70
run_status:
  outcome: "finished, final reports clean"
worst_hold_path:
  holdCritPathClass: "input port to register"
==> critical path, stage by stage <==
cell             delay, ns
clkdlybuf4s50_1       0.94
nand4bb_2             0.26
buf_4                 0.38
o22ai_1               0.13
nor4_1                0.56
buf_4                 0.22
nand2_1               0.06
buf_4                 0.17
clkdlybuf4s50_1       0.40
==> per-layer routing <==
layer  GRT usage  up-vias  wire length [um]
met2       0.245     1219             46400
met5      0.0102        -               258
met1       0.164     9667             31600
met4      0.0365       10              2690
li1            -     8882                 -
met3       0.127      170             16400
==> final cells by class <==
cell class / count / area share
repair buffers: 219 / 0.0488
multi-input cells: 925 / 0.170
clock buffers: 122 / 0.0566
well taps: 1742 / 0.0470
diodes: 1 / 0.0000539
clock inverters: 61 / 0.0145
flip-flops and latches: 1024 / 0.663
==> power breakdown <==
part	switching, uW	leakage [uW]	internal [uW]
Combinational	483	0.00487	328
Clock	2780	0.00163	4010
Sequential	19.2	0.00922	8680
==> per-stage QoR <==
stage	setup slack (ns)	hold slack [ns]	utilization
2_1_floorplan	0.731	1.20	-
3_3_place_gp	0.105	1.93	0.333
3_5_place_dp	0.0504	1.95	0.333
4_1_cts	0.0537	1.23	0.358
5_1_grt	0.0373	1.26	0.358
6_report	0.176	1.25	0.358
==> synth_stat cells <==
| cell | n |
|---|---|
| nor4_1 | 64 |
| buf_4 | 2 |
| mux2i_1 | 512 |
| o22ai_1 | 256 |
| clkbuf_1 | 23 |
| nand2_1 | 34 |
| or3b_2 | 3 |
| or4_4 | 1 |
| buf_1 | 1 |
| nand4bb_1 | 6 |
| nand4b_1 | 4 |
| or4b_4 | 3 |
| or3_1 | 1 |
| nand4_1 | 1 |
| nand3b_1 | 4 |
| edfxtp_1 | 1024 |
| buf_2 | 81 |
| nor3_1 | 4 |
| nand3_1 | 2 |
| or4b_1 | 1 |
| nor2_1 | 29 |
| buf_6 | 19 |
==> logic make-up after synthesis <==
family	count (synthesis)	share of synthesized area
multiplexers	512	0.131
AND/OR/NAND/NOR	157	0.0230
buffers and inverters	126	0.0185
AND-OR/OR-AND	256	0.0410
flip-flops	1024	0.786
==> how the worst min path moves through the flow <==
stage | end | slack, ns | cells past startpoint | startpoint
finish | mem[23][18] | 1.25 | 2 | i_data[18]
CTS | mem[30][27] | 1.23 | 2 | i_data[27]
global route | mem[30][27] | 1.26 | 2 | i_data[27]
No activity file was given, so power comes from the tool's default toggle rates.
