==> flow/design.v <==
module mux2in1(i_dat0, i_dat1, i_control, o_dat);
parameter WIDTH = 32;
input   [WIDTH-1:0]   i_dat0, i_dat1; 
input                 i_control;
output  [WIDTH-1:0]   o_dat;
assign o_dat = !i_control ? i_dat0 : i_dat1;
endmodule
module signExtend(
	input  [15:0] i_data,
	input 		  en, 
	output [31:0] o_data
	);
assign o_data = en ? {{16{i_data[15]}}, i_data} : {16'b0,i_data};
endmodule
module adder(i_op1, i_op2, o_result);
input [31:0] i_op1, i_op2;
output [31:0] o_result;
assign o_result = i_op2 + i_op1;
endmodule
module NextPc (
	input  [31:0] i_incPC,   
	input  [25:0] i_Imm26, 
	input  		  i_branch,
	input  		  i_jump,
	input 		  i_zero,
	output  	  o_PCSrc,
	output [31:0] o_JoB
);
wire [31:0] result;
wire [31:0] extended;
wire [31:0] muxed;
assign o_JoB = muxed;
assign o_PCSrc = i_jump || (i_branch && i_zero);
signExtend sign1(.i_data(i_Imm26[15:0]),
				 .en    (1'b1),
				 .o_data(extended)
				);
adder ad1(.i_op1   (i_incPC),
		  .i_op2   (extended),
		  .o_result(result)
		 );
mux2in1 target(.i_dat0   (result),
			   .i_dat1   ({i_incPC[31:28],i_Imm26,2'b0}),
			   .i_control(i_jump),
			   .o_dat    (muxed)
			  );
endmodule
==> flow/run.sh <==
#!/bin/bash
# OpenROAD 26Q1-2900-gdf79404cd8, Yosys 0.63+post, stock flow scripts
make -C /OpenROAD-flow-scripts/flow DESIGN_CONFIG=/design/flow/config.mk WORK_HOME=/design/flow/orfs finish
==> flow/config.mk <==
export PLATFORM = sky130hd
export DESIGN_NAME = NextPc
export DESIGN_NICKNAME = NextPc
export VERILOG_FILES = /design/flow/design.v
export SDC_FILE = /design/flow/constraint.sdc
export NUM_CORES = 4
export LEC_CHECK = 1
export CORE_UTILIZATION = 30
==> flow/constraint.sdc <==
current_design NextPc

set clk_period 15.8
set clk_io_pct 0.2

create_clock -name clk0 -period $clk_period

set non_clock_inputs [all_inputs -no_clocks]
set_input_delay [expr $clk_period * $clk_io_pct] -clock clk0 $non_clock_inputs
set_output_delay [expr $clk_period * $clk_io_pct] -clock clk0 [all_outputs]
==> impl_metrics.py <==
# Physical implementation metrics
metrics = {
    "grt": {
        "grt_max_degree": 54,
        "grt_pass1_wl_mm": 10.94,
        "grt_pass1_vias": 2393,
        "grt_overflow": 0,
        "groute.usage.overall_pct": 17.62,
        "antenna_found_initial": 0,
    },
    "routing": {
        "post_drt_wl_per_cell_microns": 13.09,
        "drt_iter0_drc": 80,
        "ant_nets": 0,
        "routed_via_density": 5.088,
        "insertedDiodeCount": 0,
        "routed_wl_mm": 6.558,
        "first_pass_iters": 4,
        "drc": 0,
        "vias": 2549,
    },
    "setup_path": {
        "cp.required_ns": 12.64,
        "path_max_fanout": 19,
        "arrival_ns": 6.63,
        "end_kind": "primary output",
        "critPathKind": "primary input to primary output",
        "startpoint_type": "primary input",
    },
    "timing": {
        "worst_slack_ns": 6.006,
        "setup_tns_ns": 0,
        "rsz0062_at_grt": "false",
        "fmax_mhz": 102.1,
        "period_used_pct": 61.99,
        "tightest_slew_ns": 0.7513,
        "final-hold-violation-count": 0,
        "holdWs_ns": 7.211,
        "post-route-min-period_ns": 9.794,
        "setup_viol": 0,
        "drv_slew": 0,
        "slew_headroom_pct": 49.76,
    },
    "synthesis": {
        "xor_area_share_pct": 10.89,
        "postSynthAreaPerCell_sq_um": 6.704,
        "ys_cells": 324,
        "synth.logic.top_family": "AND-OR/OR-AND gates",
        "mux_share_pct": 2.938,
        "yosys.area_share.simple_pct": 22.00,
        "yosysWarnings": 0,
        "aoi_share_pct": 40.96,
        "postSynthSeqShare_pct": 0,
        "yosysUniqueCellTypes": 57,
        "top_area_cell": "ha_1",
        "yosysChipArea_sq_um": 2172,
        "netlist.area_leader.share_pct": 17.86,
        "synthesis.area_sq_um": 2172,
        "syn-instance-count": 324,
        "area_leaders": "ha_1 (18%), nand2_1 (9.2%), o21ai_0 (7.8%)",
        "adder_share_pct": 18.78,
    },
    "finish": {
        "layout.cells.most_common": "clkdlybuf4s50_1",
        "seq_cell_count": 0,
        "clockBufferCount": 0,
        "num-fill-cells": 730,
        "area_delta_synth_final_pct": 46.49,
        "lay_top_cells": "clkdlybuf4s50_1 (94), nand2_1 (53), o21ai_0 (34), a21oi_1 (31), ha_1 (31)",
        "regArea_sq_um": 0,
        "drive_gt1_share_pct": 5.679,
        "fin_util_pct": 46.07,
    },
    "flow_run": {
        "maxCapViolations": 0,
        "warnings": 32,
    },
    "placed_design": {
        "dp_slack_ns": 6.072,
        "port_buffers": 94,
        "gp_congestion": 0.8773,
        "dpl.hpwl_mm": 5.467,
    },
    "floorplan": {
        "core_area_sq_um": 6907,
        "die_height_microns": 87.09,
        "chip_area_sq_um": 7585,
        "rows": 30,
        "fp.dieW_microns": 87.09,
        "fp_util_pct": 31.45,
        "ioPinCount": 94,
    },
    "clock_network": {
        "ctsHoldBuffers": 0,
        "cts_setup_buffers": 0,
        "post_cts_resized": 0,
    },
    "run_status": {
        "status": "completed",
    },
    "min_path": {
        "hold_class": "primary input to primary output",
    },
    "power": {
        "cellPowerDensity_nw_per_um2": 38.98,
        "p_leak_nw": 1.286,
        "vdd_ir_drop_max_v": 0.00001370,
    },
}
-- power breakdown --
group	switching (mW)	internal (mW)	leakage [nW]	total, mW
Clock	0	0	0	0
Combinational	0.0561	0.0679	1.29	0.124
Sequential	0	0	0	0
-- through the flow --
step / instances / power [mW] / cell area [sq um]
final: 501 / 0.1240 / 3182
after detailed placement: 501 / 0.1242 / 3182
after global placement: 501 / 0.1253 / 3182
after global routing: 501 / 0.1389 / 3182
after CTS: 501 / 0.1251 / 3182
after floorplan: 324 / 0.07065 / 2172
-- metal layers --
layer | GRT usage, % | share of wire (%) | vias to the layer above
met1 | 26.01 | 50 | 1121
li1 | - | - | 1357
met4 | 0.7452 | 0.20 | 0
met2 | 29.71 | 44 | 69
met5 | 0 | 0 | -
met3 | 1.346 | 5.0 | 2
-- final timing paths --
kind   endpoint  cells after the start         from
max   o_JoB[31]                     10  i_Imm26[15]
min   o_JoB[21]                      4  i_Imm26[19]
-- Yosys cell counts (all sizes together), types with 5 or more instances --
cell,number
a21o,17
a21oi,33
buf,6
clkbuf,8
ha,31
inv,10
nand2,53
nor2,27
o211ai,5
o21ai,38
xnor2,16
xor2,11
-- cell families (layout without fill, tap and decap cells) --
logic type	after synthesis	in the layout
xor gates and xnor gates	27	27
AOI/OAI and AO/OA	127	127
buffers and inverters	24	105
adders and majority gates	32	32
and+or+nand+nor	108	108
muxes	6	6
-- critical path, stage by stage --
cell and delay (ns):
clkdlybuf4s50_1 0.82, ha_1 0.58, a21o_1 0.22, a21o_1 0.18, a221oi_1 0.38, o211ai_1 0.20
a21oi_1 0.21, mux2i_1 0.26, xnor2_1 0.14, clkdlybuf4s50_1 0.48
-- layout make-up --
cell class         count  area [sq um]  share of cell area, %
well taps             96         120.1                  3.775
inverters             10         37.54                  1.180
repair buffers        95         948.4                  29.81
multi-input cells    300          2076                  65.24
Power and IR drop assume default switching activity.
