`design.v`:
```
module alu(i_op1, i_op2, i_control, o_result, o_zf);
localparam AND = 4'b0000, OR = 4'b0001, ADD = 4'b0010;
localparam SUB = 4'b0110, SOLT = 4'b0111, NOR = 4'b1100;  
input       [31:0]  i_op1, i_op2;
input       [3:0]   i_control;
output  reg [31:0]  o_result;
output              o_zf;
assign o_zf = !o_result;
always @(*) begin 
	case (i_control)
		AND:  begin 
				o_result <= i_op1 & i_op2;
			  end
		OR:   begin
				o_result <= i_op1 | i_op2;
			  end
		ADD:  begin
				o_result <= i_op1 + i_op2;
			  end
		SUB:  begin 
				o_result <= i_op1 - i_op2;
			  end
		SOLT: begin
				o_result <= (i_op1 < i_op2);
			  end
		NOR:  begin
				o_result <= ~(i_op1 | i_op2);
			  end	
		default : o_result <= 32'b1;
	endcase
end
endmodule
```
`run.sh`:
```
#!/bin/bash
# OpenROAD 26Q1-2900-gdf79404cd8, Yosys 0.63+post, stock flow scripts
make -C /OpenROAD-flow-scripts/flow DESIGN_CONFIG=/design/flow/config.mk WORK_HOME=/design/flow/orfs finish
```
`config.mk`:
```
export PLATFORM = sky130hd
export DESIGN_NAME = alu
export DESIGN_NICKNAME = alu
export VERILOG_FILES = /design/flow/design.v
export SDC_FILE = /design/flow/constraint.sdc
export NUM_CORES = 4
export LEC_CHECK = 1
export CORE_UTILIZATION = 30
```
`constraint.sdc`:
```
current_design alu

set clk_period 22.3
set clk_io_pct 0.2

create_clock -name clk0 -period $clk_period

set non_clock_inputs [all_inputs -no_clocks]
set_input_delay [expr $clk_period * $clk_io_pct] -clock clk0 $non_clock_inputs
set_output_delay [expr $clk_period * $clk_io_pct] -clock clk0 [all_outputs]
```
==> results.py <==
# Synthesis and PnR figures
metrics = {
    "final_timing": {
        "setup-violations-final": 0,
        "finalCritPeriodShare": 0.602,
        "period_needed_ps": 13420,
        "hold_viol_final": 0,
        "fin_ws_ps": 8880,
        "worstMarginPinSlew_ps": 704,
        "rsz0062_at_grt": "false",
        "drv_slew": 0,
        "fin_tns_setup_ps": 0,
        "fmax_mhz": 74.5,
        "relSlewSlack": 0.527,
    },
    "grt": {
        "grt_overflow": 0,
        "grt_max_degree": 32,
        "grt_pass1_vias": 5922,
        "grt_pass1_wl_um": 32800,
        "antenna_found_initial": 0,
        "grt_use_total": 0.213,
    },
    "floorplanning": {
        "chip_area_um2": 19300,
        "die-height_um": 139,
        "coreArea_um2": 18100,
        "die_x_um": 139,
        "fp_util": 0.309,
        "core.rowCount": 49,
        "pin_count": 101,
    },
    "flow_run": {
        "tool_warnings": 101,
        "drv_cap": 0,
    },
    "place": {
        "gp_congestion": 0.947,
        "portBuffers": 101,
        "place_area_um2": 6760,
        "pre_cts_ws_ps": 8970,
        "dp_hpwl_um": 16500,
    },
    "route": {
        "dr.pass1.iters": 27,
        "wl_um": 20800,
        "via_count": 6629,
        "antenna_left": 0,
        "routed_via_density": 5.84,
        "num_antenna_cells": 0,
        "drt_iter0_drc": 589,
        "drcViolationCount": 0,
        "wl_per_cell_um": 18.3,
    },
    "setup_path": {
        "critPathKind": "in -> out",
        "slowest_stage": "clkdlybuf4s50_1",
        "path_cells": "clkdlybuf4s50_1, inv_2, and3_1, buf_4, a221oi_1, o21ai_1, nor4_1, nand3_1, or4b_1, nor3_1, and3b_1, nand4_1, nor4_2, clkdlybuf4s50_1",
        "crit_fanout": 15,
        "worstSetupStartpointType": "primary input",
        "endpoint_kind": "primary output",
        "required_ps": 17840,
        "cpPeakStageDelay_ps": 890,
        "path_common_cell": "clkdlybuf4s50_1",
        "cp_data_arrival_time_ps": 8960,
    },
    "pwr": {
        "p_seq_frac": 0,
        "internal-power_uw": 69.6,
        "pwr-share-clk": 0,
        "power_density_nw_per_um2": 24.1,
        "max-vdd-ir-drop_uv": 9.83,
        "power_leakage_uw": 0.00297,
        "p_sw_uw": 93.3,
        "switching_share": 0.573,
        "pwr-share-comb": 1.000,
    },
    "layout": {
        "ff_count": 0,
        "seqCellArea_um2": 0,
        "syn2layout_area_growth_pct": 20.4,
        "design_area_um2": 6760,
        "nClkBuffers": 0,
        "fillers": 1944,
        "drive_above_1_share": 0.0386,
    },
    "hold_path": {
        "hold_depth": 6,
        "hp-start": "i_op2[29]",
        "hp-class": "in -> out",
        "hold_end": "o_result[29]",
    },
    "synthesis": {
        "syn_area_um2": 5610,
        "ys_seq_share": 0,
        "synthAdderAreaFrac": 0.232,
        "top_area_frac": 0.225,
        "logic_family": "AND-OR/OR-AND gates",
        "ys_warn_count": 1,
        "netlist_instances": 847,
        "ys_sh_mux": 0.0107,
        "synth-simple-area-share": 0.259,
        "topCellsByArea": "ha_1 (23%), inv_1 (6.4%), nor2_1 (6.0%), a21oi_1 (5.8%), o21ai_0 (3.7%)",
        "avgSynthCellArea_um2": 6.63,
        "yosys.area.top_type": "ha_1",
        "yosysChipArea_um2": 5610,
        "xor_share": 0,
        "aoi_share": 0.395,
        "ys_types": 89,
        "ys_cells": 847,
    },
    "status": {
        "outcome": "complete, no violations",
    },
    "clock_tree": {
        "post_cts_buffers": 0,
        "cts_resized": 0,
        "cts_hold_buf": 0,
    },
}
through the flow:
stage | utilization | hold slack (ps) | total power [uW] | cells
final | 0.373 | 10250 | 163 | 1136
after detailed placement | 0.373 | 10260 | 160 | 1136
after CTS | 0.373 | 10260 | 161 | 1136
after global routing | 0.373 | 10300 | 178 | 1136
after global placement | 0.373 | 10250 | 160 | 1136
after floorplan | - | 9140 | 98.6 | 847
power by group through the flow:
stage | Clock (uW) | Sequential (uW) | Combinational [uW]
final | 0 | 0 | 163
after global routing | 0 | 0 | 178
after CTS | 0 | 0 | 161
metal layers:
| layer | share of wire | wire length [um] | up-vias | track usage |
|---|---|---|---|---|
| met4 | 0.021 | 437 | 0 | 0.0374 |
| met2 | 0.44 | 9140 | 316 | 0.338 |
| met1 | 0.46 | 9670 | 2985 | 0.320 |
| met5 | 0 | 0 | - | 0 |
| met3 | 0.075 | 1550 | 56 | 0.0123 |
| li1 | - | - | 3272 | - |
critical path: cells and delay by family:
kind,cells,cell delay (ps)
AOI/OAI and AO/OA,2,480
and+or+nand+nor,8,2180
buffers and inverters,4,1830
cell families (layout without fill, tap and decap cells):
family	count (synthesis)	after routing
AOI/OAI and AO/OA	308	308
adders and majority gates	103	103
buffers and inverters	146	206
muxes	6	6
and+or+nand+nor	284	284
Yosys cell counts, types with 7 or more instances:
cell type and instances:
a31oi_1 14, inv_1 96, clkbuf_1 28, and3_1 8, a211oi_1 13, o21ai_0 41, o21bai_1 12, nor3_1 17
a221oi_1 21, nand2_1 54, o211ai_1 7, ha_1 101, nor4_1 13, o31ai_1 15, a21oi_1 65, nor2b_1 16
nor2_1 89, a21o_1 8, a221o_1 12, a311oi_1 8, buf_2 15, a22oi_1 7, o22ai_1 11, nand3_1 28
and2_1 9
cells in the final DEF (no fill, tap or decap), drive strengths merged, types with 5 or more instances in the layout:
master         count
buf                7
or2                6
nand3             28
clkdlybuf4s50    101
mux2i              6
nor4              14
nand4              6
o22ai             11
o221ai             6
nand2             54
a31oi             15
a22oi              7
nand2b             6
nor3              19
o311ai             5
a311oi             8
nor2b             16
o21ai             43
a21oi             65
o211ai             8
a221oi            22
nor2              89
o21bai            12
o21a               6
a221o             12
a211oi            14
ha               101
a21o               8
inv               98
and3              10
and2              11
o31ai             16
worst max path at each step:
stage | startpoint | to | slack, ps | depth (start not counted)
finish | i_control[0] | o_zf | 8880 | 14
global route | i_control[0] | o_zf | 8580 | 14
CTS | i_op1[0] | o_zf | 8960 | 16
cell type report:
| class | instances | area, um^2 | share of cell area |
|---|---|---|---|
| inverter | 98 | 368 | 0.0544 |
| tap | 229 | 287 | 0.0424 |
| multi-input combinational | 701 | 5040 | 0.746 |
| timing repair buffer | 108 | 1060 | 0.157 |
Power figures rest on the tool's default switching activity, not on a simulated workload.
